==> design/flow/design.v <==
module mux(a,b,sel,out);
    input [63:0] a,b;
    input sel;
    output [63:0] out;
    reg [63:0] out;
    always @(*)
    begin
        if(sel)
            out <= b;
        else
            out <= a;
    end
endmodule
module PFA (
  input a,
  input b,
  input c,
  output s,
  output p,
  output g
);
  xor(p, a, b);
  and(g, a, b);
  xor(s, p, c); 
endmodule
module CLA (
  input [3:0] P,
  input [3:0] G,
  input Cin,
  output [3:0] C
);
  wire t1;
  and(t1, P[0], Cin);
  or(C[0], G[0], t1);
  wire t2, t3;
  and(t2, P[1], P[0], Cin);
  and(t3, P[1], G[0]);
  or(C[1], G[1], t2, t3);
  wire t4, t5, t6;
  and(t4, P[2], P[1], P[0], Cin);
  and(t5, P[2], P[1], G[0]);
  and(t6, P[2], G[1]);
  or(C[2], G[2], t4, t5, t6);
  wire t7, t8, t9, t10;
  and(t7, P[3], P[2], P[1], P[0], Cin);
  and(t8, P[3], P[2], P[1], G[0]);
  and(t9, P[3], P[2], G[1]);
  and(t10, P[3], G[2]);
  or(C[3], G[3], t7, t8, t9, t10);
endmodule
module adder4 (
  input signed [3:0] A,
  input signed [3:0] B,
  input Cin,
  output signed [3:0] S,
  output Cout
);
  wire [3:0] P;
  wire [3:0] G;
  wire [3:0] C;
  PFA p1(.a(A[0]), .b(B[0]), .c(Cin), .s(S[0]), .p(P[0]), .g(G[0]));
  PFA p2(.a(A[1]), .b(B[1]), .c(C[0]), .s(S[1]), .p(P[1]), .g(G[1]));
  PFA p3(.a(A[2]), .b(B[2]), .c(C[1]), .s(S[2]), .p(P[2]), .g(G[2]));
  PFA p4(.a(A[3]), .b(B[3]), .c(C[2]), .s(S[3]), .p(P[3]), .g(G[3]));
  CLA c1(.P(P), .G(G), .Cin(Cin), .C(C));
  assign Cout = C[3]; 
endmodule
module adder16 (
  input signed [15:0] A,
  input signed [15:0] B, 
  input Cin,
  output signed [15:0] S,
  output Cout
);
  wire [3:0] C;
  adder4 a1(.A(A[3:0]), .B(B[3:0]), .Cin(Cin), .S(S[3:0]), .Cout(C[0]));
  adder4 a2(.A(A[7:4]), .B(B[7:4]), .Cin(C[0]), .S(S[7:4]), .Cout(C[1]));
  adder4 a3(.A(A[11:8]), .B(B[11:8]), .Cin(C[1]), .S(S[11:8]), .Cout(C[2]));
  adder4 a4(.A(A[15:12]), .B(B[15:12]), .Cin(C[2]), .S(S[15:12]), .Cout(C[3]));
  assign Cout = C[3]; 
endmodule
module adder (
  input signed [63:0] A,
  input signed [63:0] B,
  input M,
  output signed [63:0] S,
  output Cout
);
  wire [3:0] C;
  wire [63:0] BB;
  genvar i;
  for (i = 0; i < 64; i = i + 1) begin
    xor(BB[i], B[i], M);
  end
  adder16 a1(.A(A[15:0]), .B(BB[15:0]), .Cin(M), .S(S[15:0]), .Cout(C[0]));
  adder16 a2(.A(A[31:16]), .B(BB[31:16]), .Cin(C[0]), .S(S[31:16]), .Cout(C[1]));
  adder16 a3(.A(A[47:32]), .B(BB[47:32]), .Cin(C[1]), .S(S[47:32]), .Cout(C[2]));
  adder16 a4(.A(A[63:48]), .B(BB[63:48]), .Cin(C[2]), .S(S[63:48]), .Cout(C[3]));
  assign Cout = C[3];
endmodule
module ander (
  input [63:0] A,
  input [63:0] B,
  output [63:0] C
);
  genvar  i;
  generate
    for (i = 0; i < 64; i = i + 1) begin
      and(C[i], A[i], B[i]);
    end
  endgenerate
endmodule
module orer (
  input [63:0] A,
  input [63:0] B,
  output [63:0] C
);
  genvar  i;
  generate
    for (i = 0; i < 64; i = i + 1) begin
      or(C[i], A[i], B[i]);
    end
  endgenerate
endmodule
module SL1 (
  input [63:0] A,
  output [63:0] C
);
  assign C = {A[62:0], 1'b0};
endmodule
module alu (
  input [63:0] rs1,
  input [63:0] rs2,
  input [3:0] ALUcontrol,
  output reg [63:0] out,
  output reg zero 
);
  wire [63:0] add_result, or_result, and_result, sub_result;
  adder A1(.A(rs1), .B(rs2), .M(1'b0), .S(add_result), .Cout());
  adder A2(.A(rs1), .B(rs2), .M(1'b1), .S(sub_result), .Cout());
  orer O1(.A(rs1), .B(rs2), .C(or_result));
  ander D1(.A(rs1), .B(rs2), .C(and_result));
  always @(*) begin
    case (ALUcontrol)   
      4'b0010: out = add_result;   
      4'b0110: out = sub_result;   
      4'b0000: out = and_result;   
      4'b0001: out = or_result;    
    endcase
    zero = (sub_result == 64'b0) ? 1'b1 : 1'b0;
  end
endmodule
module PCBranch_calculator (
    input [63:0] imm_out,
    input [63:0] PC_id,
    output [63:0] PCbranch_id
);
    wire [63:0] w1;
    SL1 s1(.A(imm_out), .C(w1));
    adder a1(.A(PC_id), .B(w1), .M(1'b0), .S(PCbranch_id));
endmodule
module flusher (
    input Branch_id,
    input [63:0] read_data1_id,
    input [63:0] read_data2_id,
    output reg IFIDflush
);
    initial begin
        IFIDflush = 1'b0;
    end
    always @(*) begin
        if(Branch_id && (read_data1_id == read_data2_id)) begin
            IFIDflush = 1'b1;
        end
        else begin
            IFIDflush = 1'b0;
        end
    end
endmodule
module Hazard_Detection_Unit (
    input [4:0] rs1,           
    input [4:0] rs2,           
    input [4:0] ex_rd,         
    input mem_read_ex,         
    output reg mux_sel,          
    output reg IFIDnotWrite,
    output reg PCnotWrite        
);
initial begin
    PCnotWrite = 1'b0;
    mux_sel = 1'b0;
    IFIDnotWrite = 1'b0;
end
always @(*) begin
    if (mem_read_ex && ((ex_rd == rs1) || (ex_rd == rs2))) begin
        IFIDnotWrite <= 1'b1;
        PCnotWrite <= 1'b1;
        mux_sel <= 1'b1;
    end else begin
        IFIDnotWrite <= 1'b0;
        PCnotWrite <= 1'b0;
        mux_sel <= 1'b0;
    end
end
endmodule
module reg_file (
    input clk,
    input reg_write,
    input [4:0] rs1, rs2, rd,
    input [63:0] write_data,
    output [63:0] read_data1, read_data2
);
    reg [63:0] registers [31:0];  
    initial begin
        registers[0] = 64'b0; 
    end
    always @(negedge clk) begin
        if (reg_write && rd != 0) begin
            registers[rd] <= write_data;
        end      
    end
    assign read_data1 = registers[rs1];
    assign read_data2 = registers[rs2];
endmodule
module immediate_generation (
    input  [31:0] instruction,
    output reg signed [63:0] imm_out
);
  wire [6:0] opcode = instruction[6:0];
    always @(*) begin
        case (opcode) 
            7'b0000011:  
                imm_out = {{52{instruction[31]}}, instruction[31:20]};
            7'b0100011:  
                imm_out = {{52{instruction[31]}}, instruction[31:25], instruction[11:7]};
            7'b1100011:  
                imm_out = {{51{instruction[31]}}, instruction[31], instruction[7], instruction[30:25], instruction[11:8], 1'b0};
            default:
                imm_out = 64'b0;  
        endcase
    end
endmodule
module control_unit(
    input [6:0] instruction,
    input mux_sel,               
    output reg MemWrite,
    output reg MemRead,
    output reg MemtoReg,
    output reg [1:0] ALUOp,
    output reg Branch,
    output reg ALUSrc,
    output reg RegWrite
);
    always @(*) 
    begin
        if (mux_sel) begin 
            ALUSrc = 1'b0;
            MemtoReg = 1'b0;
            RegWrite = 1'b0;
            MemRead = 1'b0;
            MemWrite = 1'b0;
            Branch = 1'b0;
            ALUOp = 2'b00; 
        end
        else begin
            case (instruction)
                7'b0110011:  
                begin
                    ALUSrc = 1'b0;
                    MemtoReg = 1'b0;
                    RegWrite = 1'b1;
                    MemRead = 1'b0;
                    MemWrite = 1'b0;
                    Branch = 1'b0;
                    ALUOp = 2'b10; 
                end
                7'b0000011:  
                begin
                    ALUSrc = 1'b1; 
                    MemtoReg = 1'b1;
                    RegWrite = 1'b1; 
                    MemRead = 1'b1; 
                    MemWrite = 1'b0; 
                    Branch = 1'b0;
                    ALUOp = 2'b00; 
                end
                7'b0100011:  
                begin
                    ALUSrc = 1'b1; 
                    MemtoReg = 1'b0; 
                    RegWrite = 1'b0; 
                    MemRead = 1'b0; 
                    MemWrite = 1'b1; 
                    Branch = 1'b0; 
                    ALUOp = 2'b00;
                end
                7'b1100011:  
                begin
                    ALUSrc = 1'b0; 
                    MemtoReg = 1'b0; 
                    RegWrite = 1'b0;
                    MemRead = 1'b0; 
                    MemWrite = 1'b0;
                    Branch = 1'b1; 
                    ALUOp = 2'b01; 
                end
                default:
                begin
                    ALUSrc = 1'b0;
                    MemtoReg = 1'b0;
                    RegWrite = 1'b0;
                    MemRead = 1'b0;
                    MemWrite = 1'b0;
                    Branch = 1'b0;
                    ALUOp = 2'b00;
                end
            endcase
        end
    end
endmodule
module instruction_decode (
  input clk,
  input [31:0] inst_id,
  input [63:0] Result_wb,
  input RegWrite_wb,
  input [4:0] rd_wb,
  input [4:0] rd_ex,
  input MemRead_ex,
  input [63:0] PC_id,
  output [1:0] ALUOp_id,
  output [63:0] imm_out_id,
  output [63:0] read_data1_id,
  output [63:0] read_data2_id,
  output [63:0] PCbranch_id,
  output ALUSrc_id,
  output Branch_id,
  output MemWrite_id,
  output MemRead_id,
  output RegWrite_id,
  output MemtoReg_id,
  output PCnotWrite,
  output IFIDnotWrite,
  output IFIDflush,
  output PCSrc
);
  wire mux_sel;
  wire zero;
  assign zero = (read_data1_id == read_data2_id);
  and(PCSrc, zero, Branch_id);
  PCBranch_calculator pb1(.imm_out(imm_out_id), .PC_id(PC_id), .PCbranch_id(PCbranch_id));
  control_unit  c1(.instruction(inst_id[6:0]), .mux_sel(mux_sel), .MemWrite(MemWrite_id),
                    .MemRead(MemRead_id), .MemtoReg(MemtoReg_id), .ALUOp(ALUOp_id), .Branch(Branch_id),
                    .ALUSrc(ALUSrc_id), .RegWrite(RegWrite_id));
  immediate_generation ig1(.instruction(inst_id), .imm_out(imm_out_id));
  reg_file      r1(.clk(clk), .reg_write(RegWrite_wb), .rs1(inst_id[19:15]), .rs2(inst_id[24:20]), .rd(rd_wb),
                    .write_data(Result_wb), .read_data1(read_data1_id), .read_data2(read_data2_id));
  Hazard_Detection_Unit h1(.rs1(inst_id[19:15]), .rs2(inst_id[24:20]), .ex_rd(rd_ex), .mem_read_ex(MemRead_ex),
                            .IFIDnotWrite(IFIDnotWrite), .PCnotWrite(PCnotWrite), .mux_sel(mux_sel));
  flusher f1(.Branch_id(Branch_id), .read_data1_id(read_data1_id), .read_data2_id(read_data2_id), .IFIDflush(IFIDflush));
endmodule
==> design/flow/run.sh <==
#!/bin/bash
# OpenROAD 26Q1-2900-gdf79404cd8, Yosys 0.63+post, stock flow scripts
make -C /OpenROAD-flow-scripts/flow DESIGN_CONFIG=/design/flow/config.mk WORK_HOME=/design/flow/orfs finish
==> design/flow/config.mk <==
export PLATFORM = sky130hd
export DESIGN_NAME = instruction_decode
export DESIGN_NICKNAME = instruction_decode
export VERILOG_FILES = /design/flow/design.v
export SDC_FILE = /design/flow/constraint.sdc
export NUM_CORES = 4
export LEC_CHECK = 1
export CORE_UTILIZATION = 30
==> design/flow/constraint.sdc <==
current_design instruction_decode

set clk_period 28.0
set clk_io_pct 0.2

create_clock -name clk0 -period $clk_period [get_ports {clk}]

set non_clock_inputs [all_inputs -no_clocks]
set_input_delay [expr $clk_period * $clk_io_pct] -clock clk0 $non_clock_inputs
set_output_delay [expr $clk_period * $clk_io_pct] -clock clk0 [all_outputs]
==> reports/qor.yml <==
post-place-cells: 10100
cpPeakStageDelay_ns: 0.70
grt-busiest-layer: "met2"
via_count: 65200
drtPass1Iterations: 5
tool_warnings: 1030
routabilityCongestion: 0.903
switching_share_pct: 28.8
largest_register_ffs: 2048
htree_num_levels: 4
cp_common_cell: "nand4_1"
dp_hpwl_um: 206000
cp.required_ns: 22.40
grt.total_usage_pct: 22.0
cts_resized: 0
ys_warn_count: 5
cp_data_arrival_time_ns: 19.74
rows: 210
timing.hold.ws_ns: 11.20
layout_setup_ws_ns: 2.66
fill_cells: 29500
core-area_um2: 328000
path_cells: "mux4_2, a22oi_1, nand4_1, xnor2_1, nand4_1, nor4_1, buf_4, or4b_1, nor4b_2, clkdlybuf4s50_1"
ir_worst_vdd_v: 0.0000522
met2_usage_pct: 32.3
ys_area_um2: 99000
grt_use_met3_pct: 19.3
top_register: "r1.registers"
finalSetupViolations: 0
final_cells: 12500
cts_buffers: 218
postCtsHoldBufs: 0
synth-edff-count: 2048
grt-ovfl-total: 0
placed_area_um2: 109000
hold_path.class: "input port to output pin"
endpoint: "PCSrc"
yosysSeqAreaShare_pct: 62.1
hold_viol: 0
met1_usage_pct: 20.1
wire_per_inst_um: 27.5
grt_pass1_wl_um: 482000
numSynthFlops: 2048
top_regs: "r1.registers x2048"
setup_tns_ns: 0
comb_power_share_pct: 9.1
cts_max_path_buffers: 4
crit_start: "r1.registers[27][47]"
synth_area_per_cell_um2: 18.1
dieArea_um2: 332000
flop_cell: "edfxtp_1"
internal_power_mw: 5.88
area_delta_synth_final_pct: 24.9
path_depth: 10
drt.antenna.violating_nets: 0
cap_violations: 0
final_core_util_pct: 37.7
cts.sinks: 2048
grt_pass1_vias: 74000
port-buffer-count: 435
clkTransAtPathRegs_ns: 0.03
p_switching_mw: 2.38
drive_gt1_share_pct: 18.7
place_ws_ns: 3.43
crit_path_max_fanout: 2
startpoint_type: "register"
wirelength_um: 344000
leakage_nw: 48.7
die_h_um: 576
drt_iter0_drc: 3834
combGateArea_um2: 34900
die_w_um: 576
rsz0062_at_grt: "no"
powerDensity_nw_per_um2: 66.9
io_pins: 441
cts_setup_buffers: 0
cp_top_family: "simple AND/OR/NAND/NOR gates"
via_per_inst: 5.20
power_mw: 8.27
pwr-share-clk_pct: 49.0
seq_power_share_pct: 41.9
stdcell_area_um2: 124000
relSlewSlack_pct: 30.8
antenna_found_initial: 27
cts_tree: "built"
ys_types: 70
yosysCellCount: 5470
worst_pin_slew_ns: 1.03
synth_area_um2: 99000
drc: 0
seqCellArea_um2: 61500
initial_core_util_pct: 30.2
syn_inst: 5470
status: "complete, no violations"
slew_violations: 0
cpMaxStageDelayCell: "nor4b_2"
path_class: "register to output pin"
cp.buffers_inverters: 2
grt_max_degree: 86
synthArstFlopShare_pct: 0
cts_root_buf: "clkbuf_16"
endpoint_kind: "output pin"
[logic make-up (layout without fill, tap and decap cells)]
kind of cell    after synthesis  count (layout)  synth area share (%)
other cells                   1              92               0.00379
compound gates              580             580                  4.39
mux                        1420            1420                  25.0
xor+xnor                    102             102                 0.902
fa+ha+maj                    78              78                  1.11
flops                      2048            2048                  62.1
buf+inv                     582            3201                  3.26
simple gates                659             659                  3.26
[placed cells by master, fill, tap and decap left out, drive strengths merged, types with 5 or more instances in the layout]
| cell type | count |
|---|---|
| inv | 2182 |
| mux2i | 571 |
| nand4 | 70 |
| conb | 64 |
| a211oi | 6 |
| nor3 | 11 |
| xnor2 | 70 |
| nor2 | 90 |
| clkinvlp | 46 |
| buf | 287 |
| a21boi | 5 |
| o21bai | 5 |
| nor2b | 17 |
| nand2 | 221 |
| diode | 28 |
| a32o | 19 |
| o21ai | 21 |
| bufinv | 34 |
| mux4 | 833 |
| ha | 62 |
| fa | 16 |
| mux2 | 16 |
| and2 | 48 |
| clkbuf | 220 |
| and4 | 9 |
| xor2 | 32 |
| nor4 | 9 |
| edfxtp | 2048 |
| a21oi | 47 |
| nand3 | 143 |
| a21o | 6 |
| clkinv | 7 |
| or2 | 5 |
| nand2b | 15 |
| and3 | 9 |
| a32oi | 66 |
| o21a | 9 |
| a22oi | 364 |
| clkdlybuf4s50 | 425 |
[Yosys cell counts (32+ instances only)]
library cell	count	area, µm²
xor2_1	32	280
a22oi_1	362	2720
nor2_1	88	330
ha_1	62	776
mux2i_1	571	5720
nand4_1	69	432
nand2_1	221	830
buf_1	72	270
buf_2	140	701
inv_1	61	229
edfxtp_1	2048	61500
nand3_1	143	716
a32oi_1	66	578
clkbuf_1	123	462
and2_1	48	300
xnor2_1	70	613
buf_4	149	1120
a21oi_1	47	235
mux4_2	820	18500
[layer usage]
metal | share of wire, % | wire [µm]
met5 | 0.21 | 731
met1 | 29 | 100000
met4 | 5.2 | 18000
met2 | 47 | 162000
met3 | 18 | 63100
[worst min-delay path by stage]
stage	start	to	slack [ns]	cells after the start
CTS	PC_id[0]	PCbranch_id[0]	11.20	0
global route	PC_id[0]	PCbranch_id[0]	11.20	0
finish	PC_id[0]	PCbranch_id[0]	11.20	0
[cell type report]
type	instances	area share (%)
timing repair buffer	712	5.32
inverter	63	0.199
clock inverter	2206	7.59
antenna	28	0.0567
tap	4346	4.40
sequential	2048	49.8
clock buffer	220	4.45
multi-input combinational	2903	28.2
[power by group through the flow]
stage                 sequential [mW]  combinational, mW  clock [mW]
final                            3.46              0.750        4.05
after CTS                        3.46              0.751        4.16
after global routing             3.46              0.793        4.49
Power figures rest on the tool's default switching activity, not on a simulated workload.
