==> /design/flow/design.v <==
module mux(a,b,sel,out);
    input [63:0] a,b;
    input sel;
    output [63:0] out;
    reg [63:0] out;
    always @(*)
    begin
        if(sel)
            out <= b;
        else
            out <= a;
    end
endmodule
module PFA (
  input a,
  input b,
  input c,
  output s,
  output p,
  output g
);
  xor(p, a, b);
  and(g, a, b);
  xor(s, p, c); 
endmodule
module CLA (
  input [3:0] P,
  input [3:0] G,
  input Cin,
  output [3:0] C
);
  wire t1;
  and(t1, P[0], Cin);
  or(C[0], G[0], t1);
  wire t2, t3;
  and(t2, P[1], P[0], Cin);
  and(t3, P[1], G[0]);
  or(C[1], G[1], t2, t3);
  wire t4, t5, t6;
  and(t4, P[2], P[1], P[0], Cin);
  and(t5, P[2], P[1], G[0]);
  and(t6, P[2], G[1]);
  or(C[2], G[2], t4, t5, t6);
  wire t7, t8, t9, t10;
  and(t7, P[3], P[2], P[1], P[0], Cin);
  and(t8, P[3], P[2], P[1], G[0]);
  and(t9, P[3], P[2], G[1]);
  and(t10, P[3], G[2]);
  or(C[3], G[3], t7, t8, t9, t10);
endmodule
module adder4 (
  input signed [3:0] A,
  input signed [3:0] B,
  input Cin,
  output signed [3:0] S,
  output Cout
);
  wire [3:0] P;
  wire [3:0] G;
  wire [3:0] C;
  PFA p1(.a(A[0]), .b(B[0]), .c(Cin), .s(S[0]), .p(P[0]), .g(G[0]));
  PFA p2(.a(A[1]), .b(B[1]), .c(C[0]), .s(S[1]), .p(P[1]), .g(G[1]));
  PFA p3(.a(A[2]), .b(B[2]), .c(C[1]), .s(S[2]), .p(P[2]), .g(G[2]));
  PFA p4(.a(A[3]), .b(B[3]), .c(C[2]), .s(S[3]), .p(P[3]), .g(G[3]));
  CLA c1(.P(P), .G(G), .Cin(Cin), .C(C));
  assign Cout = C[3]; 
endmodule
module adder16 (
  input signed [15:0] A,
  input signed [15:0] B, 
  input Cin,
  output signed [15:0] S,
  output Cout
);
  wire [3:0] C;
  adder4 a1(.A(A[3:0]), .B(B[3:0]), .Cin(Cin), .S(S[3:0]), .Cout(C[0]));
  adder4 a2(.A(A[7:4]), .B(B[7:4]), .Cin(C[0]), .S(S[7:4]), .Cout(C[1]));
  adder4 a3(.A(A[11:8]), .B(B[11:8]), .Cin(C[1]), .S(S[11:8]), .Cout(C[2]));
  adder4 a4(.A(A[15:12]), .B(B[15:12]), .Cin(C[2]), .S(S[15:12]), .Cout(C[3]));
  assign Cout = C[3]; 
endmodule
module adder (
  input signed [63:0] A,
  input signed [63:0] B,
  input M,
  output signed [63:0] S,
  output Cout
);
  wire [3:0] C;
  wire [63:0] BB;
  genvar i;
  for (i = 0; i < 64; i = i + 1) begin
    xor(BB[i], B[i], M);
  end
  adder16 a1(.A(A[15:0]), .B(BB[15:0]), .Cin(M), .S(S[15:0]), .Cout(C[0]));
  adder16 a2(.A(A[31:16]), .B(BB[31:16]), .Cin(C[0]), .S(S[31:16]), .Cout(C[1]));
  adder16 a3(.A(A[47:32]), .B(BB[47:32]), .Cin(C[1]), .S(S[47:32]), .Cout(C[2]));
  adder16 a4(.A(A[63:48]), .B(BB[63:48]), .Cin(C[2]), .S(S[63:48]), .Cout(C[3]));
  assign Cout = C[3];
endmodule
module ander (
  input [63:0] A,
  input [63:0] B,
  output [63:0] C
);
  genvar  i;
  generate
    for (i = 0; i < 64; i = i + 1) begin
      and(C[i], A[i], B[i]);
    end
  endgenerate
endmodule
module orer (
  input [63:0] A,
  input [63:0] B,
  output [63:0] C
);
  genvar  i;
  generate
    for (i = 0; i < 64; i = i + 1) begin
      or(C[i], A[i], B[i]);
    end
  endgenerate
endmodule
module SL1 (
  input [63:0] A,
  output [63:0] C
);
  assign C = {A[62:0], 1'b0};
endmodule
module alu (
  input [63:0] rs1,
  input [63:0] rs2,
  input [3:0] ALUcontrol,
  output reg [63:0] out,
  output reg zero 
);
  wire [63:0] add_result, or_result, and_result, sub_result;
  adder A1(.A(rs1), .B(rs2), .M(1'b0), .S(add_result), .Cout());
  adder A2(.A(rs1), .B(rs2), .M(1'b1), .S(sub_result), .Cout());
  orer O1(.A(rs1), .B(rs2), .C(or_result));
  ander D1(.A(rs1), .B(rs2), .C(and_result));
  always @(*) begin
    case (ALUcontrol)   
      4'b0010: out = add_result;   
      4'b0110: out = sub_result;   
      4'b0000: out = and_result;   
      4'b0001: out = or_result;    
    endcase
    zero = (sub_result == 64'b0) ? 1'b1 : 1'b0;
  end
endmodule
==> /design/flow/run.sh <==
#!/bin/bash
# OpenROAD 26Q1-2900-gdf79404cd8, Yosys 0.63+post, stock flow scripts
make -C /OpenROAD-flow-scripts/flow DESIGN_CONFIG=/design/flow/config.mk WORK_HOME=/design/flow/orfs finish
==> /design/flow/config.mk <==
export PLATFORM = sky130hd
export DESIGN_NAME = alu
export DESIGN_NICKNAME = alu
export VERILOG_FILES = /design/flow/design.v
export SDC_FILE = /design/flow/constraint.sdc
export NUM_CORES = 4
export LEC_CHECK = 1
export CORE_UTILIZATION = 40
==> /design/flow/constraint.sdc <==
current_design alu

set clk_period 60.6
set clk_io_pct 0.2

create_clock -name clk0 -period $clk_period

set non_clock_inputs [all_inputs -no_clocks]
set_input_delay [expr $clk_period * $clk_io_pct] -clock clk0 $non_clock_inputs
set_output_delay [expr $clk_period * $clk_io_pct] -clock clk0 [all_outputs]
==> Slide: Implementation Results <==
Flow Results at a Glance

Pwr
  – PwrDens: 10.07 nW/um2
  – Leakage: 5.678 nW
  – Max VDD drop: 4.355 uV

Timing
  – Final hold vios: 0
  – Worst-margin pin slew: 0.8000 ns
  – Setup tns final: 0 ns
  – RSZ-0062 raised after global routing: false
  – Crit path setup slack, layout: 29.67 ns
  – Final min period: 30.93 ns
  – Max-slew violations: 0
  – Period utilisation layout: 51.03%
  – Number of unconstrained endpoints: 128
  – WHS: 25.53 ns
  – Number of register pins that no clock reaches: 64
  – Worst slew margin: 46.67%
  – Peak Freq: 32.34 MHz
  – Final Setup Violations: 0

Critical path
  – Critical Path Max Stage Delay: 0.60 ns
  – Worst setup path class: in -> out
  – Crit-path max FO: 10
  – Worst-path cell with the longest stage delay: or4_4
  – Startpoint types: input pin
  – CP endpoint kind: output pin
  – CP cell instances: clkdlybuf4s50_1, inv_1, ha_1, or4_4, a21oi_1, o2111ai_1, a21oi_1, o21ai_1, a2111oi_2, o31ai_1, nor2_1, nor2_1, fa_1, nor4b_1, nand4_1, a221o_1, nor4_1, nand4_1, nor3_1, o211ai_1, nor4_2, o2111ai_1, a2111oi_2, clkdlybuf4s50_1
  – WP data required: 48.48 ns
  – Crit path DAT: 18.81 ns

Layout
  – Post-Layout Cell Count: 1,780
  – Share of cells above drive strength 1: 3.915%
  – Most frequent cells in the layout: clkdlybuf4s50_1, ha_1, inv_1
  – Reg with most FFs: out
  – Synthesis-to-layout area growth: 21.81%
  – Commonest Layout Cell: clkdlybuf4s50_1
  – Max reg flops: 64
  – Core Util, Final: 49.77%
  – Largest regs: out (64)

Drt
  – Iter 0 DRT Violations: 476
  – First-pass detailed-route iteration total: 5
  – # diodes: 0
  – Total Routed Length: 31,350 um
  – Final ANT Viol Nets: 0
  – Routed vias: 9,663
  – Drt via density: 5.429
  – Drt wl/cell: 17.61 um
  – DRC Markers: 0

Status
  – Status: complete, no violations

Floorplan
  – I/O Pins: 197
  – Row count: 57
  – Core box area: 24,390 um2
  – Fp util: 40.86%
  – Die width: 159.9 um
  – Die Footprint: 25,550 um2
  – Die Ht: 159.9 um

Clock network
  – Number of gates resized after CTS: 0
  – Hold Buf Count CTS: 0
  – Post-CTS Setup Inserts: 0

Job
  – Tool warnings: 160
  – Max-Cap Viols: 0

Synthesis
  – Syn_area_per_cell: 7.539 um2
  – YS warnings: 1
  – Ys cells: 1,322
  – Yosys chip area: 9967 um2
  – EDFF count, synth: 0
  – Ys flops: 64
  – Cells after Synth: 1,322
  – Synth cell types: 87
  – Ys async rst share: 0%
  – Mapped cell area: 9967 um2
  – Main flop type: dlxtn_1

Global route
  – GR Util All Layers: 25.05%
  – Global-route wire length before repair: 50,490 um
  – Initial antenna violation count: 1
  – Overflow after GRT: 0
  – Number of global-route vias before repair: 9,313
  – Largest net degree at the start of global routing: 67

Place
  – Post-DP HPWL: 24,740 um
  – Global placer's final weighted congestion: 0.9840
  – Number of port buffers: 197
  – Setup Slack @ Placement: 29.63 ns
  – Placed cells: 1,780

Hold path
  – Tightest Hold Check Type: in -> out
## cell families (layout without fill, tap and decap cells)
family	Yosys count	in the layout	synth area share, %
AOI/OAI and AO/OA	408	408	29.11
xor gates and xnor gates	49	49	4.306
adders and majority gates	223	223	30.33
buffers and inverters	246	380	9.503
latches	64	64	9.641
muxes	19	19	1.946
and+or+nand+nor	313	313	15.16
## where the power goes
group / internal [mW] / total, mW / switching (mW)
Clock: 0 / 0 / 0
Sequential: 0.0103 / 0.0123 / 0.00204
Combinational: 0.0524 / 0.110 / 0.0575
## synthesized netlist by cell type (all sizes together) (20+ instances only)
cell	n	area share [%]
xnor2	34	3.0
ha	192	24
o22ai	23	1.4
nor2	101	3.9
a211oi	23	1.8
inv	174	6.6
nand2	90	3.4
a21o	23	1.7
nor3	25	1.5
o21ai	60	3.1
a21oi	97	5.1
clkbuf	52	2.0
dlxtn	64	9.6
buf	20	0.99
fa	31	6.2
a221oi	20	1.9
## metal layers
| layer | track usage, % | routed length (um) | vias to the layer above |
|---|---|---|---|
| met5 | 0 | 13 | - |
| met4 | 2.944 | 366 | 2 |
| met3 | 2.673 | 1653 | 25 |
| met2 | 40.67 | 14220 | 287 |
| met1 | 37.39 | 15100 | 4446 |
| li1 | - | - | 4903 |
## through the flow
step / cell area [um2] / power [mW]
floorplan: 9967 / 0.07583
global placement: 12140 / 0.1222
detailed placement: 12140 / 0.1218
CTS: 12140 / 0.1226
global route: 12140 / 0.1346
finish: 12140 / 0.1223
## path summary, 6_finish.rpt
kind,from,end,slack (ns),cells after the start
max,rs1[26],zero,29.67,24
min,rs1[62],zero,25.53,5
## final cells by class
class                      instances  area, um2
multi-input combinational       1012       8084
timing repair buffer             206       2037
fill                            2387      12250
sequential                        64      960.9
inverter                         174      653.1
tap                              324      405.4
## worst max-delay path, delay by kind of cell
kind,cells,cell delay (ns)
AOI/OAI and AO/OA,10,2.60
and+or+nand+nor,9,2.07
buffers and inverters,3,1.09
adders and majority gates,2,0.91
Power and IR drop assume default switching activity.
